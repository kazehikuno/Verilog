[/design/flow/design.v]
`timescale 1ns/100ps
module adder (dataa, datab, sum);
	input [15:0] dataa;
	input [15:0] datab;
	output [15:0] sum;
	assign sum = (dataa + datab);
endmodule 
module counter(input clk, aclr_n, output reg [1:0] count_out);
	always @(posedge clk, negedge aclr_n)begin
		if (~aclr_n)
			count_out <= 0;
		else
			count_out <= count_out + 1;
	end
endmodule
module mult8x8 (input [7:0] dataa,
              input [7:0] datab,
              input start,
              input reset_a,
              input clk,
              output reg done_flag,			
              output reg [15:0] product8x8_out,
				  output reg seg_a, seg_b, seg_c, seg_d, seg_e, seg_f, seg_g
              );
	 wire clk_ena, sclr_n, done;
	 wire a, b, c, d, e, f, g;
	 wire [1:0] sel, shift, count;
	 wire [2:0] state_out;
	 wire [3:0] aout, bout;
	 wire [7:0] product;
	 wire [15:0] shift_out, sum, product8x8;
    mux4 		m1      (.mux_in_a(dataa[3:0]), 
								.mux_in_b(dataa[7:4]), 
							   .mux_sel(sel[0]), 
							   .mux_out(aout[3:0])
								);
    mux4     	m2      (.mux_in_a(datab[3:0]), 
								.mux_in_b(datab[7:4]), 
								.mux_sel(sel[1]), 
								.mux_out(bout[3:0])
								);
    mult4x4  	mult1   (.dataa(aout[3:0]), 
								.datab(bout[3:0]), 
								.product(product[7:0])
								);
    counter    c1      (.clk(clk), 
								.aclr_n(~start), 
								.count_out(count[1:0])
								);
    shifter    s1      (.inp(product[7:0]), 
								.shift_cntrl(shift[1:0]), 
								.shift_out(shift_out[15:0])
								);
    adder      a1      (.dataa(shift_out[15:0]), 
								.datab(product8x8[15:0]), 
								.sum(sum[15:0])
								);
    reg16      r1      (.clk(clk), 
								.sclr_n(sclr_n), 
								.clk_ena(clk_ena), 
								.datain(sum[15:0]), 
								.reg_out(product8x8[15:0])
								);
    mult_control    u6      (.clk(clk), 
									  .reset_a(reset_a), 
									  .start(start), 
									  .count(count[1:0]), 
									  .input_sel(sel[1:0]), 
									  .shift_sel(shift[1:0]), 
									  .state_out(state_out[2:0]), 
									  .done(done), 
									  .clk_ena(clk_ena), 
									  .sclr_n(sclr_n)
									  );
    seven_segment_cntrl 	ss1 	(.in(state_out[2:0]), 
											 .seg_a(a), 
											 .seg_b(b), 
											 .seg_c(c), 
											 .seg_d(d), 
											 .seg_e(e), 
											 .seg_f(f), 
											 .seg_g(g)
											 );
    always @(posedge clk)begin
			done_flag <= done;
			product8x8_out <= product8x8;
			seg_a <= a;
			seg_b <= b;
			seg_c <= c;
			seg_d <= d;
			seg_e <= e;
			seg_f <= f;
			seg_g <= g;
	 end
endmodule
module mult4x4 (dataa, datab, product);
	input [3:0] dataa, datab;
	output [7:0] product;
	reg [7:0] product;
	always @(dataa, datab)begin
		product <= dataa * datab;
	end
endmodule 
module mult_control (
	input clk, reset_a, start,		 
	input [1:0] count,
	output reg [1:0] input_sel, shift_sel,	 
	output reg [2:0] state_out,		 
	output reg done, clk_ena, sclr_n
	);
	reg [2:0] current_state, next_state;
	parameter idle=0, lsb=1, mid=2, msb=3, calc_done=4, err=5;
	always @(posedge clk, posedge reset_a) begin
		if (reset_a)
			current_state <= idle;
		else
			current_state <= next_state;
	end
	always @ (*) begin
		case (current_state)
			idle : 
				if (start)
					next_state = lsb;
				else
					next_state = idle;
			lsb : 
				if (count == 0 && start == 0)
					next_state = mid;
				else
					next_state = err;
			mid : 
				if (start == 0 && count == 2)
					next_state = msb;
				else if (start == 0 && count == 1)
					next_state = mid;
				else
					next_state = err;
			msb : 
				if (count == 3 && start == 0)
					next_state = calc_done;
				else
					next_state = err;
			calc_done :
				if (!start)
					next_state = idle;
				else
					next_state = err;
			err : 
				if (start)
					next_state = lsb;
				else
					next_state = err;
		endcase
	end
	always @ (*) begin
		input_sel = 2'bxx;
		shift_sel = 2'bxx;
		done = 1'b0;
		clk_ena = 1'b0;
		sclr_n = 1'b1;		
		case (current_state)
			idle : 
				if (start) begin
					clk_ena = 1'b1;
					sclr_n = 1'b0;
				end
			lsb : 
				if (count == 0 && start == 0) begin
					input_sel = 2'd0;
					shift_sel = 2'd0;
					clk_ena = 1'b1;
				end
			mid : 
				if (count == 2 && start == 0) begin
					input_sel = 2'd2;
					shift_sel = 2'd1;
					clk_ena = 1'b1;
				end
				else if (count == 1 && start == 0) begin
					input_sel = 1'd1;
					shift_sel = 1'd1;
					clk_ena = 1'b1;
				end
			msb : 
				if (count == 3 && start == 0) begin
					input_sel = 2'd3;
					shift_sel = 2'd2;
					clk_ena = 1'b1;
				end
			calc_done :
				if (!start)
					done = 1'b1;
			err : 
				if (start) begin
					clk_ena = 1'b1;
					sclr_n = 1'b0;
				end
		endcase
	end
	always @(current_state) begin
		state_out = 3'd0;
		case (current_state)
			idle : ;
			lsb : state_out = 3'd1;
			mid : state_out = 3'd2;
			msb : state_out = 3'd3;
			calc_done : state_out = 3'd4;
			err : state_out = 3'd5;
		endcase
	end
endmodule  
module mux4 (mux_in_a, mux_in_b, mux_sel, mux_out);
	input [3:0] mux_in_a, mux_in_b;
	input mux_sel;
	output [3:0] mux_out;
	reg [3:0] mux_out;
	always@(mux_sel, mux_in_a, mux_in_b)begin
		if (mux_sel)
			mux_out <= mux_in_b;
		else
			mux_out <= mux_in_a;
	end 
endmodule
module reg16 (input clk, clk_ena, sclr_n, input [15:0] datain, output reg [15:0] reg_out);
	always@(posedge clk)begin
		if (clk_ena)begin
			if (~sclr_n)
				reg_out <= 16'H0000;
			else 
				reg_out <= datain;
		end
	end
endmodule
module seven_segment_cntrl(in, seg_a, seg_b, seg_c, seg_d, seg_e, seg_f, seg_g);
  input [2:0] in;
  output seg_a, seg_b, seg_c, seg_d, seg_e, seg_f, seg_g;
  reg [6:0] out;
  always @(*)begin
    case (in)
      0 : out = 7'b1111110;
      1 : out = 7'b0110000;
      2 : out = 7'b1101101;
      3 : out = 7'b1111001;
      4 : out = 7'b0110011;
      5 : out = 7'b1011011;
      6 : out = 7'b1011111;
      7 : out = 7'b1110000;
      default : out = 7'b1001111;
    endcase
  end
  assign {seg_a, seg_b, seg_c, seg_d, seg_e, seg_f, seg_g} = out;
endmodule
module shifter(inp, shift_cntrl, shift_out);
	input [7:0] inp;
	input [1:0] shift_cntrl;
	output reg [15:0] shift_out;
	always @(inp, shift_cntrl) begin
        if (shift_cntrl == 0 || shift_cntrl == 3)
            shift_out = {8'H00, inp};
        else if (shift_cntrl == 1)
            shift_out = {4'H0, inp, 4'H0};
        else
            shift_out = {inp, 8'H00};
	end
endmodule
[/design/flow/run.sh]
#!/bin/bash
# OpenROAD 26Q1-2900-gdf79404cd8, Yosys 0.63+post, stock flow scripts
make -C /OpenROAD-flow-scripts/flow DESIGN_CONFIG=/design/flow/config.mk WORK_HOME=/design/flow/orfs finish
[/design/flow/config.mk]
export PLATFORM = sky130hd
export DESIGN_NAME = mult8x8
export DESIGN_NICKNAME = mult8x8
export VERILOG_FILES = /design/flow/design.v
export SDC_FILE = /design/flow/constraint.sdc
export NUM_CORES = 4
export LEC_CHECK = 1
export CORE_UTILIZATION = 40
[/design/flow/constraint.sdc]
current_design mult8x8

set clk_period 8.9
set clk_io_pct 0.2

create_clock -name clk0 -period $clk_period [get_ports {clk}]

set non_clock_inputs [all_inputs -no_clocks]
set_input_delay [expr $clk_period * $clk_io_pct] -clock clk0 $non_clock_inputs
set_output_delay [expr $clk_period * $clk_io_pct] -clock clk0 [all_outputs]
==> out/results.ini <==
[clocking]
postCtsSetupRepairBufs=0
clock_latency_ns=0.30
cts_tree=done
hold_buffers=0
cts-root-buf=clkbuf_8
htree_levels=2
clock_tree.buffer_depth=2
post_cts_resized=0
clk_pin_slew_ns=0.09
numCtsBuffers=5

[outcome]
status=completed

[placed_design]
placement.io_buffers=42
gp_congestion=0.8751
place_area_um2=3573
dp_hpwl_mm=4.496

[timing]
fmax_ghz=0.1356
fin_setup_tns_ns=0
setup_viol=0
tightest_slew_ns=0.5940
drv_slew=0
unclocked_regs=3
hold_ws_ns=0.3832
relSlewSlack=0.6040
period_used_share=0.8289
unconstrained_endpoints=6
rsz0062_at_grt=false
skew_ns=0.01012
hold_violations=0
period_needed_ns=7.377

[synth]
async_flop_share=0.1042
synth_area_per_cell_um2=9.494
ys.flop_type=dfxtp_1
synth_cell_types=53
synth_chip_area_um2=3067
ys_warn_count=8
synth_flops=48
synth-edff-count=16
syn-cell-area_um2=3067
ys_cells=323
netlist_instances=323

[grt]
grt_pass1_wl_mm=9.860
grtUsageTotal=0.1614
grt_pass1_vias=2100
grt_max_degree=20
antenna_found_initial=0
globalRouteOverflowTotal=0

[critical_path]
cp_max_fo=9
cp_common_cell=nor2_1
max_stage_delay_ns=0.63
criticalPathCategory=primary input to flip-flop
worstPathRequired_ns=8.95
path_cells=clkdlybuf4s50_1 -> nor2_1 -> a21boi_2 -> mux2i_1 -> or2_2 -> fa_1 -> inv_1 -> fa_1 -> ha_1 -> a211oi_1 -> nor2_1 -> o21a_1 -> nor2_1 -> xor2_1 -> o22ai_1 -> ha_1 -> nand2_1 -> or3_1 -> o31a_1 -> xnor3_1 -> nor2b_4
worst-path-buf-inv=2
crit_path_top_delay_cell=clkdlybuf4s50_1
critPathCaptureType=flip-flop
path_delay_family=adder cells
cp_data_arrival_time_ns=7.42
start_kind=primary input

[power_and_ir_drop]
ir_drop_v=0.00007581
power_mw=0.5249
power_density_nw_per_um2=142.7
p_leak_nw=1.589

[floorplan]
io-pin-count=43
core_um2=7331
die_w_um=89.56
die_y_um=89.56
rows=31
chip_area_um2=8021
initCoreUtil=0.4183

[detailed_routing]
drt_iter0_drc=76
vias=2378
avgRoutedWirePerCell_um=12.52
vias_per_cell=5.125
wl_met2_mm=2.626
drc=0
wl_met1_mm=2.878
met3_length_um=238
antennaDiodeCount=0
first_pass_iters=4
drt-total-wl_mm=5.809
top_layer=met4
ant_nets=0

[cells_and_area]
design_area_um2=3680
area_growth_pct=19.99
utilization=0.5020
drive_above_1_share=0.06027

[hold_path]
hp-class=flip-flop to flip-flop

[run]
warning_count=30
max-cap-violations=0

-- sequential cells by signal, summed over array words and instances, names as in the netlist --
| name | flops |
|---|---|
| c1.count_out | 2 |
| done_flag | 1 |
| u6.current_state | 3 |
| u6.next_state | 3 |
| seg_a | 1 |
| seg_d | 1 |
| product8x8_out | 16 |
| seg_f | 1 |
| seg_c | 1 |
| seg_e | 1 |
| seg_g | 1 |
| seg_b | 1 |
| r1.reg_out | 16 |
-- cell families after synthesis --
logic type,after synthesis,share of synthesized area
AND-OR/OR-AND,78,0.1714
XOR/XNOR,15,0.04733
adder cells (fa/ha/maj),40,0.1754
buffers and inverters,32,0.04406
flip-flops,45,0.3541
latches,3,0.01469
multiplexers,11,0.03591
AND/OR/NAND/NOR,99,0.1571
-- worst register-to-register path, stage by stage, from the launching register on --
cell	delay (ns)
dfrtp_1	0.60
nor2_1	0.31
nand2_1	0.11
ha_1	0.33
nor3b_2	0.21
a21boi_2	0.33
mux2i_1	0.18
or2_2	0.34
fa_1	0.53
inv_1	0.05
fa_1	0.50
ha_1	0.32
a211oi_1	0.24
nor2_1	0.10
o21a_1	0.17
nor2_1	0.11
xor2_1	0.21
o22ai_1	0.12
ha_1	0.41
nand2_1	0.13
or3_1	0.40
o31a_1	0.26
xnor3_1	0.32
nor2b_4	0.13
-- cell usage in the layout (no fill, tap or decap), drive strengths merged, types with 3 or more instances in the layout --
cell type,count
nor2b,6
o21ai,19
a211oi,8
nor3,3
a21oi,18
a21o,4
or2,5
dfrtp,5
and2,5
dlxtn,3
dfxtp,24
nor3b,3
inv,22
nand2,17
ha,35
nor4b,3
clkdlybuf4s50,42
xnor2,3
o31a,4
o22ai,4
mux2i,11
nor2,46
fa,5
o21a,7
clkbuf,7
edfxtp,16
nand2b,4
xor2,11
-- final timing paths --
kind / startpoint / endpoint / slack [ns] / cells after the start
max: start / r1.reg_out[15] / 1.52 / 21
min: r1.reg_out[0] / product8x8_out[0] / 0.38 / 0
max reg2reg: u6.current_state[2] / r1.reg_out[15] / 2.23 / 23
min in group asynchronous: reset_a / u6.current_state[0] / 1.64 / 2
max in group asynchronous: start / c1.count_out[0] / 6.88 / 2
min reg2reg: r1.reg_out[0] / product8x8_out[0] / 0.38 / 0
-- synth_stat cells (2+ instances only) --
cell	n	area, µm²
a211oi_1	7	52.55
a21o_1	4	30.03
a21oi_1	18	90.09
a31o_2	2	17.52
and2_1	5	31.28
buf_2	2	10.01
clkbuf_1	5	18.77
dfrtp_1	5	125.1
dfxtp_1	24	480.5
dlxtn_1	3	45.04
edfxtp_1	16	480.5
fa_1	5	100.1
ha_1	35	437.9
inv_1	22	82.58
mux2i_1	11	110.1
nand2_1	17	63.81
nand2b_1	4	25.02
nand3_1	2	10.01
nor2_1	46	172.7
nor2b_1	5	31.28
nor3_1	3	15.01
nor3b_1	2	15.01
nor4b_1	3	26.28
o211ai_1	2	15.01
o21a_1	7	52.55
o21ai_0	18	90.09
o22ai_1	4	25.02
o31a_1	4	35.03
o31ai_1	2	15.01
or2_2	4	25.02
or3_1	2	12.51
xnor2_1	3	26.28
xor2_1	11	96.34
-- cell type report --
cell class | instances | area [µm²]
Fill cell | 659 | 3651
Clock buffer | 7 | 97.59
Tap cell | 99 | 123.9
Sequential cell | 48 | 1131
Clock inverter | 1 | 8.758
Timing Repair Buffer | 44 | 435.4
Multi-Input combinational cell | 243 | 1800
Inverter | 22 | 82.58
-- report_power, final --
| group | internal (mW) | leakage (nW) | switching [mW] |
|---|---|---|---|
| Combinational | 0.0700 | 1.09 | 0.0785 |
| Sequential | 0.231 | 0.447 | 0.00591 |
| Clock | 0.0730 | 0.0536 | 0.0667 |
-- layer usage --
metal | up-vias | track usage
li1 | 1219 | -
met1 | 1092 | 0.2683
met5 | - | 0
met2 | 60 | 0.2390
met3 | 7 | 0.02154
met4 | 0 | 0.01876
-- per-stage QoR --
step | std cells | setup WS, ns
after global placement | 456 | 1.244
final | 464 | 1.523
after global routing | 464 | 1.131
after floorplan | 323 | 2.104
after detailed placement | 456 | 1.227
after CTS | 464 | 1.519
Power figures rest on the tool's default switching activity, not on a simulated workload.
